==> ./design.v <==
`timescale 1ns / 1ps
module reflector(
    input [4:0] in, 
    output reg [4:0] out
);
    always @(in) begin
        case(in)
            5'd0: out = 5'd24;   
            5'd1: out = 5'd17;   
            5'd2: out = 5'd20;   
            5'd3: out = 5'd23;   
            5'd4: out = 5'd6;    
            5'd5: out = 5'd4;    
            5'd6: out = 5'd5;    
            5'd7: out = 5'd21;   
            5'd8: out = 5'd25;   
            5'd9: out = 5'd19;   
            5'd10: out = 5'd16;  
            5'd11: out = 5'd22;  
            5'd12: out = 5'd18;  
            5'd13: out = 5'd15;  
            5'd14: out = 5'd14;  
            5'd15: out = 5'd13;  
            5'd16: out = 5'd10;  
            5'd17: out = 5'd1;   
            5'd18: out = 5'd12;  
            5'd19: out = 5'd9;   
            5'd20: out = 5'd2;   
            5'd21: out = 5'd7;   
            5'd22: out = 5'd11;  
            5'd23: out = 5'd3;   
            5'd24: out = 5'd0;   
            5'd25: out = 5'd8;   
            default: out = in;  
        endcase
    end
endmodule
`timescale 1ns / 1ps
module rotor0_forward(
    input [4:0] data_in,  
    input [4:0] position,         
    output reg [4:0] data_out,
    output reg done_out   
);
reg[4:0] mapping[0:25];
initial begin
    done_out = 0;
    mapping[0] = 5'd4;    
    mapping[1] = 5'd10;   
    mapping[2] = 5'd12;   
    mapping[3] = 5'd5;    
    mapping[4] = 5'd11;   
    mapping[5] = 5'd6;    
    mapping[6] = 5'd3;    
    mapping[7] = 5'd16;   
    mapping[8] = 5'd21;   
    mapping[9] = 5'd25;   
    mapping[10] = 5'd13;  
    mapping[11] = 5'd19;  
    mapping[12] = 5'd14;  
    mapping[13] = 5'd22;  
    mapping[14] = 5'd24;  
    mapping[15] = 5'd7;   
    mapping[16] = 5'd23;  
    mapping[17] = 5'd20;  
    mapping[18] = 5'd18;  
    mapping[19] = 5'd15;  
    mapping[20] = 5'd0;   
    mapping[21] = 5'd8;   
    mapping[22] = 5'd1;   
    mapping[23] = 5'd17;  
    mapping[24] = 5'd2;   
    mapping[25] = 5'd9;   
end
always @(data_in or position) 
begin  
    done_out = 0;
    data_out <= mapping[(data_in + position) % 26];
    done_out = 1;
end
endmodule
`timescale 1ns / 1ps
module rotor0_reverse(
    input [4:0] data_in,
    input [4:0] position,
    output reg [4:0] data_out,
    output reg done_out
);
reg [4:0] reverse_mapping[0:25];
reg [4:0] sum;
initial begin
    done_out = 0;
    reverse_mapping[4] = 5'd0;    
    reverse_mapping[10] = 5'd1;   
    reverse_mapping[12] = 5'd2;   
    reverse_mapping[5] = 5'd3;    
    reverse_mapping[11] = 5'd4;   
    reverse_mapping[6] = 5'd5;    
    reverse_mapping[3] = 5'd6;    
    reverse_mapping[16] = 5'd7;   
    reverse_mapping[21] = 5'd8;   
    reverse_mapping[25] = 5'd9;   
    reverse_mapping[13] = 5'd10;  
    reverse_mapping[19] = 5'd11;  
    reverse_mapping[14] = 5'd12;  
    reverse_mapping[22] = 5'd13;  
    reverse_mapping[24] = 5'd14;  
    reverse_mapping[7] = 5'd15;   
    reverse_mapping[23] = 5'd16;  
    reverse_mapping[20] = 5'd17;  
    reverse_mapping[18] = 5'd18;  
    reverse_mapping[15] = 5'd19;  
    reverse_mapping[0] = 5'd20;   
    reverse_mapping[8] = 5'd21;   
    reverse_mapping[1] = 5'd22;   
    reverse_mapping[17] = 5'd23;  
    reverse_mapping[2] = 5'd24;   
    reverse_mapping[9] = 5'd25;   
end
always @(data_in or position) 
begin
    done_out <= 0;
    sum = (data_in + position) % 26;
    data_out <= reverse_mapping[sum];
    done_out <= 1;
end
endmodule
`timescale 1ns / 1ps
module rotor1_forward(
    input [4:0] data_in,  
    input [4:0] position,         
    output reg [4:0] data_out,
    output reg done_out   
);
reg[4:0] mapping[0:25];
initial begin
    done_out = 0;
    mapping[0] = 5'd9;    
    mapping[1] = 5'd15;   
    mapping[2] = 5'd7;    
    mapping[3] = 5'd23;   
    mapping[4] = 5'd19;   
    mapping[5] = 5'd20;   
    mapping[6] = 5'd18;   
    mapping[7] = 5'd24;   
    mapping[8] = 5'd3;    
    mapping[9] = 5'd22;   
    mapping[10] = 5'd1;   
    mapping[11] = 5'd16;  
    mapping[12] = 5'd25;  
    mapping[13] = 5'd8;   
    mapping[14] = 5'd4;   
    mapping[15] = 5'd10;  
    mapping[16] = 5'd0;   
    mapping[17] = 5'd14;  
    mapping[18] = 5'd12;  
    mapping[19] = 5'd6;   
    mapping[20] = 5'd5;   
    mapping[21] = 5'd2;   
    mapping[22] = 5'd17;  
    mapping[23] = 5'd13;  
    mapping[24] = 5'd11;  
    mapping[25] = 5'd21;  
end
always @(data_in or position) 
begin  
    done_out = 0;
    data_out <= mapping[(data_in + position) % 26];
    done_out = 1;
end
endmodule
`timescale 1ns / 1ps
module rotor1_reverse(
    input [4:0] data_in,
    input [4:0] position,
    output reg [4:0] data_out,
    output reg done_out
);
reg [4:0] reverse_mapping[0:25];
reg [4:0] sum;
initial begin
    done_out = 0;
    reverse_mapping[9] = 5'd0;    
    reverse_mapping[15] = 5'd1;   
    reverse_mapping[7] = 5'd2;    
    reverse_mapping[23] = 5'd3;   
    reverse_mapping[19] = 5'd4;   
    reverse_mapping[20] = 5'd5;   
    reverse_mapping[18] = 5'd6;   
    reverse_mapping[24] = 5'd7;   
    reverse_mapping[3] = 5'd8;    
    reverse_mapping[22] = 5'd9;   
    reverse_mapping[1] = 5'd10;   
    reverse_mapping[16] = 5'd11;  
    reverse_mapping[25] = 5'd12;  
    reverse_mapping[8] = 5'd13;   
    reverse_mapping[4] = 5'd14;   
    reverse_mapping[10] = 5'd15;  
    reverse_mapping[0] = 5'd16;   
    reverse_mapping[14] = 5'd17;  
    reverse_mapping[12] = 5'd18;  
    reverse_mapping[6] = 5'd19;   
    reverse_mapping[5] = 5'd20;   
    reverse_mapping[2] = 5'd21;   
    reverse_mapping[17] = 5'd22;  
    reverse_mapping[13] = 5'd23;  
    reverse_mapping[11] = 5'd24;  
    reverse_mapping[21] = 5'd25;  
end
always @(data_in or position) 
begin
    done_out <= 0;
    sum = (data_in + position) % 26;
    data_out <= reverse_mapping[sum];
    done_out <= 1;
end
endmodule
`timescale 1ns / 1ps
module rotor2_forward(
    input [4:0] data_in,  
    input [4:0] position,         
    output reg [4:0] data_out,
    output reg done_out   
);
reg[4:0] mapping[0:25];
initial begin
    done_out = 0;
    mapping[0] = 5'd7;    
    mapping[1] = 5'd0;    
    mapping[2] = 5'd14;   
    mapping[3] = 5'd2;    
    mapping[4] = 5'd9;    
    mapping[5] = 5'd21;   
    mapping[6] = 5'd5;    
    mapping[7] = 5'd23;   
    mapping[8] = 5'd1;    
    mapping[9] = 5'd19;   
    mapping[10] = 5'd11;  
    mapping[11] = 5'd4;   
    mapping[12] = 5'd24;  
    mapping[13] = 5'd22;  
    mapping[14] = 5'd25;  
    mapping[15] = 5'd13;  
    mapping[16] = 5'd8;   
    mapping[17] = 5'd6;   
    mapping[18] = 5'd18;  
    mapping[19] = 5'd3;   
    mapping[20] = 5'd16;  
    mapping[21] = 5'd15;  
    mapping[22] = 5'd20;  
    mapping[23] = 5'd12;  
    mapping[24] = 5'd10;  
    mapping[25] = 5'd17;  
end
always @(data_in or position) 
begin  
    done_out = 0;
    data_out <= mapping[(data_in + position) % 26];
    done_out = 1;
end
endmodule
`timescale 1ns / 1ps
module rotor2_reverse(
    input [4:0] data_in,
    input [4:0] position,
    output reg [4:0] data_out,
    output reg done_out
);
reg [4:0] reverse_mapping[0:25];
reg [4:0] sum;
initial begin
    done_out = 0;
    reverse_mapping[7] = 5'd0;    
    reverse_mapping[0] = 5'd1;    
    reverse_mapping[14] = 5'd2;   
    reverse_mapping[2] = 5'd3;    
    reverse_mapping[9] = 5'd4;    
    reverse_mapping[21] = 5'd5;   
    reverse_mapping[5] = 5'd6;    
    reverse_mapping[23] = 5'd7;   
    reverse_mapping[1] = 5'd8;    
    reverse_mapping[19] = 5'd9;   
    reverse_mapping[11] = 5'd10;  
    reverse_mapping[4] = 5'd11;   
    reverse_mapping[24] = 5'd12;  
    reverse_mapping[22] = 5'd13;  
    reverse_mapping[25] = 5'd14;  
    reverse_mapping[13] = 5'd15;  
    reverse_mapping[8] = 5'd16;   
    reverse_mapping[6] = 5'd17;   
    reverse_mapping[18] = 5'd18;  
    reverse_mapping[3] = 5'd19;   
    reverse_mapping[16] = 5'd20;  
    reverse_mapping[15] = 5'd21;  
    reverse_mapping[20] = 5'd22;  
    reverse_mapping[12] = 5'd23;  
    reverse_mapping[10] = 5'd24;  
    reverse_mapping[17] = 5'd25;  
end
always @(data_in or position) 
begin
    done_out <= 0;
    sum = (data_in + position) % 26;
    data_out <= reverse_mapping[sum];
    done_out <= 1;
end
endmodule
`timescale 1ns / 1ps
module enigma_decrypt(
    input [4:0] encrypted_data_in,
    input [14:0] setup_positions,
    output [4:0] decrypted_data_out
);
wire [4:0] to_rotor2_reverse;
wire [4:0] from_rotor2_reverse_to_reflector;
wire [4:0] from_reflector_to_rotor0_forward;
wire [4:0] to_rotor1_reverse;
wire [4:0] from_rotor1_reverse;
wire [4:0] to_rotor0_reverse;
wire [4:0] from_rotor0_reverse;
rotor2_reverse rotor2_rev_inst(
    .data_in(encrypted_data_in),
    .position(setup_positions[4:0]),  
    .data_out(to_rotor1_reverse)
);
rotor1_reverse rotor1_rev_inst(
    .data_in(to_rotor1_reverse),
    .position(setup_positions[9:5]),  
    .data_out(to_rotor0_reverse)
);
rotor0_reverse rotor0_rev_inst(
    .data_in(to_rotor0_reverse),
    .position(setup_positions[14:10]),  
    .data_out(from_rotor0_reverse_to_reflector)
);
reflector reflector_inst(
    .in(from_rotor0_reverse_to_reflector),
    .out(from_reflector_to_rotor0_forward)
);
rotor0_forward rotor0_fwd_inst(
    .data_in(from_reflector_to_rotor0_forward),
    .position(setup_positions[14:10]),
    .data_out(from_rotor0_reverse)
);
rotor1_forward rotor1_fwd_inst(
    .data_in(from_rotor0_reverse),
    .position(setup_positions[9:5]),
    .data_out(from_rotor1_reverse)
);
rotor2_forward rotor2_fwd_inst(
    .data_in(from_rotor1_reverse),
    .position(setup_positions[4:0]),
    .data_out(decrypted_data_out)
);
endmodule
==> ./run.sh <==
#!/bin/bash
# OpenROAD 26Q1-2900-gdf79404cd8, Yosys 0.63+post, stock flow scripts
make -C /OpenROAD-flow-scripts/flow DESIGN_CONFIG=/design/flow/config.mk WORK_HOME=/design/flow/orfs finish
==> ./config.mk <==
export PLATFORM = sky130hd
export DESIGN_NAME = enigma_decrypt
export DESIGN_NICKNAME = enigma_decrypt
export VERILOG_FILES = /design/flow/design.v
export SDC_FILE = /design/flow/constraint.sdc
export NUM_CORES = 4
export LEC_CHECK = 1
export CORE_UTILIZATION = 50
==> ./constraint.sdc <==
current_design enigma_decrypt

set clk_period 35.8
set clk_io_pct 0.2

create_clock -name clk0 -period $clk_period

set non_clock_inputs [all_inputs -no_clocks]
set_input_delay [expr $clk_period * $clk_io_pct] -clock clk0 $non_clock_inputs
set_output_delay [expr $clk_period * $clk_io_pct] -clock clk0 [all_outputs]
==> impl_metrics.toml <==
# synthesis and place-and-route metrics
[status]
outcome = "completed"

[placement]
hpwl_um = 9360
placedInstanceArea_sq_mm = 0.00541
io_buffer_count = 25
gp_congestion = 0.952
place_ws_ns = 0.149

[drt]
routed_wl_um = 11800
vias_per_cell = 6.06
detail_route.iter0.violations = 209
wl_per_cell_um = 13.7
diodes = 0
via_count = 5228
drc = 0
postRouteAntennaNets = 0
drtPass1Iterations = 5

[sta]
relSlewSlack = 0.576
min_period_ns = 34.42
hold_viol_final = 0
drv_slew = 0
finalCritPeriodShare = 0.961
finalSetupViolations = 0
finalWorstSetupSlack_ns = 1.38
worstMarginPinSlew_ns = 0.632
max_freq_mhz = 29.1
setup_tns_ns = 0

[grt]
grt_overflow_total = 0
grt_max_degree = 18
antenna_found_initial = 0
grt_pass1_wl_um = 19800
track_usage = 0.229
grt_pass1_vias = 4479

[finish]
post-route-cell-area_sq_mm = 0.00564
n_fill_cell = 838
flops = 0
drive_gt1_frac = 0.138
num-clock-buffers = 0
combGateArea_sq_mm = 0.00477
syn_to_final_growth_pct = 13.9
flop_area_sq_um = 0

[setup_path]
cp_data_arrival_time_ns = 27.26
worstSetupStartpointType = "input pin"
criticalPathCategory = "input pin to primary output"
cp_common_cell = "ha_1"
slowest_stage = "clkdlybuf4s50_1"
crit_path_end_kind = "primary output"
required_ns = 28.64
path_max_fanout = 10
critPathMaxStageDelay_ns = 0.52

[yosys]
ys_cells = 703
ys_warn_count = 10
synth_area_per_cell_sq_um = 7.04
yosys.area.top_type = "ha_1"
synthTopCellsByArea = "ha_1 (18%), nor2_1 (4.5%), mux2i_1 (4.4%), a21oi_1 (3.9%), nand2_1 (3.7%)"
synth_seq_share = 0
yosysUniqueCellTypes = 87
synthCells = 703
syn_area_sq_mm = 0.00495
yosysChipArea_sq_mm = 0.00495
synth_top_area_share = 0.182

[floorplanning]
chipArea_sq_mm = 0.0103
fp.dieH_um = 102
die_w_um = 102
pin_count = 25
initCoreUtil = 0.526
row_count = 35
fp.coreArea_sq_mm = 0.00942

[min_path]
min_to = "decrypted_data_out[4]"
min_path_type = "input pin to primary output"
hp-start = "setup_positions[0]"
hold_depth = 5

[flow_run]
cap_viol_max_count = 0
warnings = 64

[cts]
holdBufCountCts = 0
worst max-delay path: cells and delay by family:
family / cells / cell delay [ns]
compound gates: 30 / 6.25
fa+ha+maj: 20 / 5.90
mux: 1 / 0.06
simple gates: 30 / 5.32
xor+xnor: 4 / 0.75
buf+inv: 10 / 1.80
metrics by stage:
stage,std cells,hold WS [ns],util
6_report,862,15.94,0.599
5_1_grt,862,16.01,0.599
4_1_cts,850,15.93,0.574
3_5_place_dp,850,15.93,0.574
3_3_place_gp,850,15.90,0.574
2_1_floorplan,703,14.77,-
routing by layer:
metal | track usage | vias up | wire [um]
li1 | - | 2726 | -
met1 | 0.348 | 2397 | 6120
met2 | 0.384 | 103 | 5280
met3 | 0.00280 | 2 | 343
met4 | 0.0123 | 0 | 29
met5 | 0 | - | 0
worst max path at each step:
stage,cells past startpoint,to,from,slack [ns]
finish,95,decrypted_data_out[1],setup_positions[0],1.38
global route,95,decrypted_data_out[1],setup_positions[0],-0.04
CTS,92,decrypted_data_out[1],setup_positions[0],0.06
logic make-up after synthesis:
group           Yosys count  share of synthesized area
compound gates          252                      0.373
simple gates            238                      0.245
buf+inv                  79                     0.0642
fa+ha+maj                78                      0.204
mux                      30                     0.0627
xor+xnor                 26                     0.0505
cells in the final DEF (no fill, tap or decap), types with 6 or more instances in the layout:
cell type | synthesis | final
ha_1 | 72 | 71
nor2_1 | 60 | 57
nand2_1 | 49 | 49
inv_1 | 46 | 46
a21oi_1 | 39 | 39
buf_4 | 2 | 37
o21ai_0 | 35 | 35
clkdlybuf4s50_1 | 0 | 25
mux2i_1 | 22 | 22
nand3_1 | 19 | 19
nand2b_1 | 18 | 17
nor3_1 | 18 | 17
a211oi_1 | 16 | 15
a21o_1 | 13 | 13
o22ai_1 | 13 | 13
xnor2_1 | 13 | 12
o211ai_1 | 11 | 11
a31oi_1 | 12 | 10
nand4_1 | 10 | 10
nor2b_1 | 10 | 8
xor2_1 | 10 | 8
and2_1 | 9 | 8
o31ai_1 | 9 | 8
nor3b_1 | 7 | 7
mux2_2 | 7 | 7
a211o_1 | 7 | 7
a311oi_1 | 7 | 7
o21a_1 | 6 | 6
Yosys cell counts (6+ instances only):
| cell type | count |
|---|---|
| mux2i_1 | 22 |
| a32oi_1 | 6 |
| a21o_1 | 13 |
| xor2_1 | 10 |
| a311oi_1 | 7 |
| mux2_2 | 7 |
| a21oi_1 | 39 |
| o22ai_1 | 13 |
| a211oi_1 | 16 |
| nor2_1 | 60 |
| o211ai_1 | 11 |
| a211o_1 | 7 |
| and3_1 | 6 |
| ha_1 | 72 |
| nand2_1 | 49 |
| clkbuf_1 | 17 |
| and2_1 | 9 |
| o21ai_0 | 35 |
| nor3_1 | 18 |
| xnor2_1 | 13 |
| nor3b_1 | 7 |
| o31ai_1 | 9 |
| nand4_1 | 10 |
| nor2b_1 | 10 |
| inv_1 | 46 |
| nand2b_1 | 18 |
| a31oi_1 | 12 |
| buf_2 | 10 |
| nand3_1 | 19 |
| o21a_1 | 6 |
final cells by class:
class                      count  area share
timing repair buffer          62      0.0936
tap                          129      0.0286
multi-input combinational    624       0.846
inverter                      47      0.0313
what timing repair did:
item / in CTS / in global routing
setup endpoints to repair: 0 / 5
hold endpoints to repair: 0 / 0
gates resized: 0 / 30
setup buffers: 0 / 12
